**flow/constraint.sdc**
```tcl
current_design vga_640X400

set clk_period 4.6
set clk_io_pct 0.2

create_clock -name clk0 -period $clk_period [get_ports {clk}]

set non_clock_inputs [all_inputs -no_clocks]
set_input_delay [expr $clk_period * $clk_io_pct] -clock clk0 $non_clock_inputs
set_output_delay [expr $clk_period * $clk_io_pct] -clock clk0 [all_outputs]
```
**flow/design.v**
```verilog
`timescale 1ns / 1ps
module vga_640X400 #(
parameter V_Sync_pulse = 520,
parameter V_Display_time = 480,
parameter V_Pulse_width = 2,
parameter V_Front_porch = 10,
parameter V_Back_porch = 29,
parameter H_Sync_pulse = 799,
parameter H_Display_time = 640,
parameter H_Pulse_width = 96,
parameter H_Front_porch = 16,
parameter H_Back_porch = 48
)(
    input clk,
    input rst_n,
    output reg [1:0]r_clk25Mhz,
    output pixel_clk,
    output h_sync,
    output v_sync,
    output reg [9:0] h_counter,
    output reg [9:0] v_counter,
    output display_surface,
    output v_area_in,
    output v_area_out,
    output h_area_in,
    output h_area_out
 );
always @(posedge clk or negedge rst_n) begin
    if(!rst_n) begin
        r_clk25Mhz <= 0;
    end
    else begin
    r_clk25Mhz <= r_clk25Mhz + 1;
    end    
end
assign pixel_clk = (r_clk25Mhz == 0) ? 1 : 0;
always @(posedge clk or negedge rst_n) begin
    if(!rst_n) begin
        h_counter <= 0;
    end
    else if (h_counter == H_Sync_pulse) begin
        h_counter <= 0;
    end
    else begin
        h_counter <= h_counter + 1;
    end
end
always@(posedge clk or negedge rst_n) begin
    if(!rst_n) begin
        v_counter <= 0;
    end
    else if(h_counter == H_Sync_pulse) begin
            if (v_counter == V_Sync_pulse) begin
                v_counter <= 0;
            end
            else begin 
                v_counter <= v_counter + 1;
            end
    end
end
assign h_sync = (h_counter >= H_Display_time + H_Front_porch) && (h_counter < H_Display_time + H_Front_porch + H_Pulse_width);
assign v_sync = (v_counter >= V_Display_time + V_Front_porch) && (v_counter < V_Display_time + V_Front_porch + V_Pulse_width);
assign display_surface = (h_counter < H_Display_time) && (v_counter < V_Display_time);
assign v_area_in = (v_counter < V_Display_time);
assign v_area_out = (v_counter >= V_Display_time);
assign h_area_in = (h_counter < H_Display_time );
assign h_area_out = (h_counter >= H_Display_time);
endmodule
```
**flow/run.sh**
```bash
#!/bin/bash
# OpenROAD 26Q1-2900-gdf79404cd8, Yosys 0.63+post, stock flow scripts
make -C /OpenROAD-flow-scripts/flow DESIGN_CONFIG=/design/flow/config.mk WORK_HOME=/design/flow/orfs finish
```
**flow/config.mk**
```make
export PLATFORM = sky130hd
export DESIGN_NAME = vga_640X400
export DESIGN_NICKNAME = vga_640X400
export VERILOG_FILES = /design/flow/design.v
export SDC_FILE = /design/flow/constraint.sdc
export NUM_CORES = 4
export LEC_CHECK = 1
export CORE_AREA = 10 10 87 87
export DIE_AREA = 0 0 97 97
```
==> flow_summary.toml <==
# synthesis and place-and-route metrics
[timing]
rsz0062_at_grt = "no"
drv_slew = 0
max_freq_ghz = 0.344
relSlewSlack_pct = 77.3
hold_ws_ns = 0.436
min_period_ns = 2.91
finClkSkew_ns = 0.00231
tightest_slew_ns = 0.339
hold_viol = 0
setup_violations = 0
final.setup.tns_ns = 0
finalClockPeriodUsage_pct = 63.2

[worst_setup_path]
path_class = "flip-flop to output pin"
worstPathRequired_ns = 3.68
start_kind = "flip-flop"
arrival_ns = 1.99
path_cells = "or3b_4 -> nor4_1 -> clkdlybuf4s50_1"
critPathSlowestCell = "clkdlybuf4s50_1"
cpPeakStageDelay_ns = 0.54
setup.worst_path.end_class = "output pin"
cp_max_fo = 7
regToRegSetupSlack_ns = 2.83

[global_routing]
overflow = 0
grt_max_degree = 23
grt_pass1_vias = 854
antenna_found_initial = 0
grt_pass1_wl_um = 4730
track_usage_pct = 5.78

[clocking]
cts_made_buffers = 3
cts_max_level = 1
cts_tree = "yes"
cts_hold_buf = 0
clk_latency_ns = 0.26
cts_resized = 0
clock_path_buffers = 2
post_cts_buffers = 0
root_buffer = "clkbuf_8"
cts.clk_slew.worst_paths_ns = 0.08
cts_sinks = 22

[synth]
ys_seq_elements = 22
synthDistinctLibCells = 40
ys_cells = 112
syn_area_per_cell_sq_um = 10.5
syn_area_sq_um = 1170
synth-edff-count = 0
syn_inst = 112
async_reset_ff_share_pct = 100
yosys_warnings = 1
ys_seq_share_pct = 47.0
ys_area_sq_um = 1170
ff_type = "dfrtp_1"

[drt]
via_count = 914
wl_um = 2830
drc = 0
insertedDiodeCount = 0
drtPass1Iterations = 4
vias_per_cell = 4.21
wl_per_cell_um = 13.0
first_iter_violations = 43
ant_nets = 0

[power_and_ir_drop]
ir_drop_v = 0.0000913
p_leak_nw = 0.697
powerDensity_nw_per_um2 = 210

[min_path]
worstHoldPathType = "flip-flop to flip-flop"

[flow_run]
tool_warnings = 29
maxCapViolCount = 0

[status]
status = "complete, no violations"

[placed_design]
io_buffers = 31
dp_hpwl_um = 2110
gp_congestion = 0.778

[layout]
lay_top_cells = "clkdlybuf4s50_1, dfrtp_1, inv_1"
final_common_cell = "clkdlybuf4s50_1"
drive_gt1_share_pct = 10.3
final-comb-area_sq_um = 567
seq_area_sq_um = 551
n_fill_cell = 563
syn_to_final_growth_pct = 37.8

[floorplanning]
core_util_floorplan_pct = 20.8
dieArea_sq_um = 9410
die_w_um = 97
die_h_um = 97
io-pin-count = 32
fp.coreArea_sq_um = 5640
row_count = 27
## worst paths after layout
kind | start | to | depth (start not counted)
setup / recovery | v_counter[3]$_DFFE_PN0N_ | v_sync | 3
hold / removal | r_clk25Mhz[0]$_DFF_PN0_ | r_clk25Mhz[0]$_DFF_PN0_ | 1
setup reg to reg | h_counter[0]$_DFF_PN0_ | v_counter[2]$_DFFE_PN0N_ | 5
hold reg to reg | r_clk25Mhz[0]$_DFF_PN0_ | r_clk25Mhz[0]$_DFF_PN0_ | 1
max in group asynchronous | rst_n | v_counter[2]$_DFFE_PN0N_ | 2
min in group asynchronous | rst_n | h_counter[2]$_DFF_PN0_ | 2
## critical path: cells and delay by family (launching register included)
kind	cells	cell delay, ns
buf+inv	1	0.54
flops	1	0.45
simple gates	2	0.74
## power by group
group / total (mW) / internal [mW] / switching, mW
Combinational: 0.00529 / 0.00130 / 0.00399
Clock: 0.141 / 0.0763 / 0.0644
Sequential: 0.193 / 0.193 / 0
Total: 0.339 / 0.271 / 0.0684
## synthesized netlist by cell type (all sizes together), types with 3 or more instances
library cell   n  area (sq um)
dfrtp         22           551
inv            9          33.8
nor2           9          36.3
nand2          7          26.3
ha             6          75.1
xnor2          6          52.6
and3           5          33.8
nand3          5          25.0
nand4          5          31.3
xor2           5          43.8
nor3           4          31.3
and4           3          26.3
## routing by layer
layer	track usage, %	vias to the layer above	wire length [um]
li1	-	455	-
met1	7.69	441	1270
met2	8.95	16	1320
met3	1.93	2	189
met4	1.13	0	40
met5	0	-	0
## cell families after synthesis
kind of cell	after synthesis	share of synthesized area, %
AOI/OAI and AO/OA	10	5.98
and+or+nand+nor	49	25.5
DFF	22	47.0
adders and majority gates	6	6.41
buffers and inverters	12	4.59
muxes	2	2.24
xor gates and xnor gates	11	8.23
## state kept, by name (all words and copies together), names as in the netlist
register,cells
h_counter,10
v_counter,10
r_clk25Mhz,2
## metrics by stage
stage               setup WS, ns  power (mW)  std cells  area (sq um)  util, %
floorplan                   2.74       0.197        112          1170        -
global placement            1.99       0.203        213          1560     27.6
detailed placement          1.99       0.203        213          1560     27.6
CTS                         1.68       0.344        217          1610     28.6
global route                1.62       0.352        217          1610     28.6
finish                      1.69       0.339        217          1610     28.6
## area by class of cell
| type | count | area share (%) |
|---|---|---|
| clock buffers | 4 | 3.41 |
| repair buffers | 32 | 19.7 |
| inverters | 9 | 2.09 |
| flip-flops and latches | 22 | 34.1 |
| multi-input cells | 78 | 35.1 |
| well taps | 72 | 5.58 |
Power and IR drop assume default switching activity.
