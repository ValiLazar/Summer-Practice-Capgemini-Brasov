==> flow/design.v <==
`timescale 1ns / 1ps
module vga_1920X1080 #(
    parameter V_Sync_pulse = 1124,
    parameter V_Display_time = 1080,
    parameter V_Pulse_width = 5,
    parameter V_Front_porch = 4,
    parameter V_Back_porch = 36,
    parameter H_Sync_pulse = 2199,
    parameter H_Display_time = 1920,
    parameter H_Pulse_width = 44,
    parameter H_Front_porch = 88,
    parameter H_Back_porch = 148
)(
    input clk,
    input rst_n,
    output reg [1:0]r_clk25Mhz,
    output pixel_clk,
    output h_sync,
    output v_sync,
    output reg [11:0] h_counter,
    output reg [10:0] v_counter,
    output display_surface,
    output v_area_in,
    output v_area_out,
    output h_area_in,
    output h_area_out
 );
always @(posedge clk or negedge rst_n) begin
    if(!rst_n) begin
        h_counter <= 0;
    end
    else if (h_counter == H_Sync_pulse) begin
        h_counter <= 0;
    end
    else begin
        h_counter <= h_counter + 1;
    end
end
always@(posedge clk or negedge rst_n) begin
    if(!rst_n) begin
        v_counter <= 0;
    end
    else if(h_counter == H_Sync_pulse) begin
            if (v_counter == V_Sync_pulse) begin
                v_counter <= 0;
            end
            else begin 
                v_counter <= v_counter + 1;
            end
    end
end
assign h_sync = (h_counter >= H_Display_time + H_Front_porch) && (h_counter < H_Display_time + H_Front_porch + H_Pulse_width);
assign v_sync = (v_counter >= V_Display_time + V_Front_porch) && (v_counter < V_Display_time + V_Front_porch + V_Pulse_width);
assign display_surface = (h_counter < H_Display_time) && (v_counter < V_Display_time);
assign v_area_in = (v_counter < V_Display_time);
assign v_area_out = (v_counter >= V_Display_time);
assign h_area_in = (h_counter < H_Display_time );
assign h_area_out = (h_counter >= H_Display_time);
endmodule
==> flow/run.sh <==
#!/bin/bash
# OpenROAD 26Q1-2900-gdf79404cd8, Yosys 0.63+post, stock flow scripts
make -C /OpenROAD-flow-scripts/flow DESIGN_CONFIG=/design/flow/config.mk WORK_HOME=/design/flow/orfs finish
==> flow/config.mk <==
export PLATFORM = sky130hd
export DESIGN_NAME = vga_1920X1080
export DESIGN_NICKNAME = vga_1920X1080
export VERILOG_FILES = /design/flow/design.v
export SDC_FILE = /design/flow/constraint.sdc
export NUM_CORES = 4
export LEC_CHECK = 1
export CORE_AREA = 10 10 91 91
export DIE_AREA = 0 0 101 101
==> flow/constraint.sdc <==
current_design vga_1920X1080

set clk_period 3.9
set clk_io_pct 0.2

create_clock -name clk0 -period $clk_period [get_ports {clk}]

set non_clock_inputs [all_inputs -no_clocks]
set_input_delay [expr $clk_period * $clk_io_pct] -clock clk0 $non_clock_inputs
set_output_delay [expr $clk_period * $clk_io_pct] -clock clk0 [all_outputs]
==> COMMIT_EDITMSG <==
Store results of the implementation flow

* Result of the run: complete, no violations
- The area recorded from the Yosys report for this design is 0.001323 mm^2.
- The timing report shows that the slowest cell on the worst path is clkdlybuf4s50_1.
* RePlAce Congestion: 0.9233
- Remaining number of nets flagged by the antenna check after routing: 0
* Area inside the core boundary: 0.006350 mm^2
* Longest individual stage delay on the worst path: 0.47 ns
* CTS tree: built
- Combinational cells account for 1.6% of the total power.
- Data required time at the worst endpoint: 3.12 ns
- Shortest period the worst path allows: 2.678 ns
* Kind of cell with the highest combined delay on the critical path: buffers and inverters
* CP Capture Type: output pin
- Startpoint of the tightest hold check path: h_counter[0]
* Average instance area after synthesis: 9.184 um^2
* Drc violations: 0
* Top Usage Layer GRT: met2
- Yosys warning count: 4
* Dominant register cell: dfrtp_1
- Category of the critical setup timing path: reg2out
* Cell count of the worst reg-to-reg path: 4
- Starting utilization of the core area: 20.83%
- The routed design has 3.529 mm of wire.
* Die span in y: 101 um
- Worst Hold Class: reg2reg
- Following the worst setup path forward leads to its endpoint at display_surface.
- Share of the clock period used by the worst path: 68.68%
- Per the timing report, the most critical flop-to-flop path finishes at v_counter[8].
- The longest clock path from root to sink contains 2 buffers.
- As reported, the later end of the worst-skew pair has a clock insertion delay of 0.27 ns.
- Across the run, the number of max-cap violations was 0.
- In the log, the iteration count for the first detailed-route pass is 4.
* GR met3 Demand/Resource: 1.663%
- Top cell area share: 43.52%
* Postcts setup bufs: 0
- The floorplan has 29 rows.
* Final setup vio count: 0
- The synthesized netlist occupies a cell area of 0.001323 mm^2.
* Largest net degree at the start of global routing: 24
* Most instantiated library cell after synthesis: dfrtp_1
- Per Yosys stat, the portion of area used by sequential elements is 43.52%.
- Number of hold-slack violations in the final timing report: 0
- The worst register-to-register path begins at h_counter[6].
* Leakage power: 0.6859 nW
- In the global route stage, overall resource usage came out at 6.725%.
- The global routing report lists met2 layer usage as 10.32%.
* Chip width: 101 um
* Number of antenna violations at the first check in global routing: 0
- Largest clock skew in the final design: 0.005447 ns
* Internal power: 0.0003112 W
* Fraction of synthesis flops using an asynchronous set or reset pin: 100.0%
- The first global-routing pass estimated 5.720 mm of wire.
* CTS H-tree depth: 1
* Global routing met1 resource utilization: 9.581%
* Routed wire length per instance: 13.95 um
- Count of final max-slew check failures: 0
- Ratio of cells with drive above 1 in the final layout: 5.682%
- TritonCTS Buffers: 3
- In this run, placement finished with an instance count of 249.
- In this run the power density over the cells is 227.2 mW/mm^2.
* Setup repair after global routing missed its margin: false
- The buffer_ports step reported a buffer count of 31.
- Layout area overhead: 32.17%
* Detail Placement HPWL: 2.594 mm
- TNS Setup: 0 ns
- In this run, synthesis inferred 0 flip-flops with an integrated enable.
- Cell at the root of the clock tree: clkbuf_8
- CP max FO: 7
- Counting both buffers and inverters, the worst setup path holds a total of 1.
- The clock drives 23 sinks.
- Looking at area per cell type in the netlist, the leader is dfrtp_1.
* Clock slew at reported path FFs: 0.09 ns
- For this run the aggregate overflow at the end of global routing stands at 0.
* Power spent charging and discharging nets: 0.00008595 W
* Area contributors post-synth: dfrtp_1 (44%), xor2_1 (4.6%), nand3_1 (4.5%)
- The floorplan report gives the top-level pin count as 35.
- Violation count after the first detailed-routing iteration: 92
- Switching power as a fraction of the total was reported as 21.64%.
- Count of cell types in the netlist: 38
* Number of non-filler instances in the completed layout: 253
- The routed layout has 1,169 vias.
- Kind of launch point of the worst setup path: flop
- Hold buffers post-CTS: 0
- Data on the critical path arrives at its endpoint at 1.90 ns.
- After floorplanning, the die was sized to cover 0.01020 mm^2.
- The flow reports that sequential cells draw 60.0% of the design power.
- Utilization after layout: 27.53%
- Via count of the first global-routing pass: 1,116
- Internal reg-to-reg setup slack: 2.03 ns
- Yosys reported a register bit count of 23.
- Most used standard cells in the synthesized netlist: dfrtp_1 (23), nand3_1 (12), inv_1 (11), nand2_1 (11), nor2_1 (9)
- After detailed routing, the number of vias per cell comes to 4.621.
* VDD IR max: 0.0001003 V
- Clk network pwr share: 38.4%
* Synthesized instance count: 144
* Tool warning count: 28
- Static timing analysis puts the maximum clock frequency at 373.4 MHz.
* Quantity of gates resized following cts: 0
- The report lists the cells along the critical path as and3_1 -> o31a_1 -> nor2_1 -> clkdlybuf4s50_1.
* Crit. Startpoint: v_counter[3]
- The timing report lists the critical path depth as 4 cells.
- The synthesized netlist was found by Yosys to have 144 cells.
* # diodes: 0
how the worst min path moves through the flow:
stage / to / cells after the start
4_1_cts: h_counter[0] / 1
5_1_grt: h_counter[0] / 1
6_report: h_counter[0] / 1
metal layers:
metal,wire length [um],vias up
li1,-,577
met1,1612,554
met2,1618,33
met3,241,5
met4,57,0
met5,0,-
sequential cells by signal (all words and copies together), names as in the netlist:
name / flops
v_counter: 11
h_counter: 12
worst reg2reg max path, cell delays in order (launching register included):
cell and delay, ns:
dfrtp_1 0.45, nor3_1 0.40, nand3_2 0.31, or4_1 0.56, o21ai_0 0.08
final cells by class:
type,count,area (um^2)
Multi-Input combinational cell,106,670.6
Clock inverter,1,5.005
Sequential cell,23,575.6
Timing Repair Buffer,32,317.8
Inverter,11,41.29
Fill cell,657,4602
Tap cell,77,96.34
Clock buffer,3,41.29
logic make-up (layout without fill, tap and decap cells):
| logic type | count (synthesis) | after routing | synth area share (%) |
|---|---|---|---|
| compound gates | 24 | 24 | 11.17 |
| xor+xnor | 11 | 11 | 7.285 |
| other cells | 1 | 3 | 0.2835 |
| simple gates | 64 | 64 | 27.63 |
| buf+inv | 17 | 47 | 6.338 |
| flops | 23 | 23 | 43.52 |
| fa+ha+maj | 4 | 4 | 3.784 |
placed cells by master (no fill, tap or decap), drive strengths merged:
master | synthesis | layout
clkinv | 0 | 1
nor4 | 5 | 5
xnor2 | 4 | 4
o22ai | 1 | 1
and4bb | 1 | 1
buf | 5 | 1
nor3 | 5 | 5
o211ai | 1 | 1
a21oi | 6 | 6
or4 | 2 | 2
conb | 1 | 3
clkbuf | 1 | 3
dfrtp | 23 | 23
o21ai | 8 | 8
a31oi | 2 | 2
and3 | 8 | 8
inv | 11 | 11
clkdlybuf4s50 | 0 | 31
ha | 4 | 4
and4 | 1 | 1
nand2b | 1 | 1
nand4 | 4 | 4
nand2 | 11 | 11
o2bb2ai | 1 | 1
o31a | 1 | 1
xor2 | 7 | 7
a32o | 1 | 1
nor2 | 9 | 9
o31ai | 1 | 1
nor4b | 1 | 1
and2 | 2 | 2
o21bai | 1 | 1
nand3b | 1 | 1
nand3 | 13 | 13
o41ai | 1 | 1
metrics by stage:
stage	total power [W]	setup slack [ns]	hold WS, ns	cell area, um^2
2_1_floorplan	0.0002452	2.096	0.4547	1330
3_3_place_gp	0.0002500	1.545	0.5094	1702
3_5_place_dp	0.0002499	1.512	0.5153	1702
4_1_cts	0.0004030	1.200	0.5314	1748
5_1_grt	0.0004160	1.084	0.5491	1748
6_report	0.0003972	1.222	0.5178	1748
power groups by stage:
stage / clock network, W / registers [W] / logic (W)
4_1_cts: 0.000158 / 0.000238 / 0.00000693
5_1_grt: 0.000170 / 0.000238 / 0.00000785
6_report: 0.000153 / 0.000238 / 0.00000632
Power figures rest on the tool's default switching activity, not on a simulated workload.
